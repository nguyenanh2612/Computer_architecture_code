## flow/run.sh

```bash
#!/bin/bash
# OpenROAD 26Q1-2900-gdf79404cd8, Yosys 0.63+post, stock flow scripts
make -C /OpenROAD-flow-scripts/flow DESIGN_CONFIG=/design/flow/config.mk WORK_HOME=/design/flow/orfs finish
```

## flow/config.mk

```make
export PLATFORM = sky130hd
export DESIGN_NAME = bru
export DESIGN_NICKNAME = bru
export VERILOG_FILES = /design/flow/design.v
export SDC_FILE = /design/flow/constraint.sdc
export NUM_CORES = 4
export LEC_CHECK = 1
export CORE_UTILIZATION = 30
export SYNTH_HDL_FRONTEND = slang
```

## flow/constraint.sdc

```tcl
current_design bru

set clk_period 7.8
set clk_io_pct 0.2

create_clock -name clk0 -period $clk_period

set non_clock_inputs [all_inputs -no_clocks]
set_input_delay [expr $clk_period * $clk_io_pct] -clock clk0 $non_clock_inputs
set_output_delay [expr $clk_period * $clk_io_pct] -clock clk0 [all_outputs]
```

## flow/design.v

```verilog
module bru (
    input logic i_br_uns, 
    input logic [31:0] i_operand_a, i_operand_b, 
    output logic o_br_less, o_br_equal
);
    logic common_signed; 
    logic [32:0] subtrac_result; 
    assign common_signed = (i_operand_a[31] == i_operand_b[31]); 
    assign subtrac_result = i_operand_a + ~i_operand_b + 1;
    always_comb begin 
        if (i_br_uns) begin
            o_br_less = subtrac_result[32]; 
            o_br_equal = (subtrac_result[31:0] == 32'd0); 
        end
        else begin
            o_br_less = (common_signed) ? subtrac_result[31] : i_operand_a[31];
            o_br_equal = (subtrac_result[30:0] == 31'd0);  
        end
    end
endmodule 
```

==> impl_metrics.json <==
{
  "synth_top_area_share": 0.246,
  "cp-start-kind": "input port",
  "grt_start_max_net_pins": 8,
  "power_density_nw_per_um2": 70.6,
  "ys_seq_frac": 0,
  "grt_pass1_wl_mm": 7.96,
  "syn_area_per_cell_um2": 6.74,
  "netlist.top_cell.by_area": "ha_1",
  "seq_area_um2": 0,
  "final.period_utilization": 0.983,
  "dr.pass1.iters": 4,
  "die_w_um": 75.6,
  "grt_usage": 0.174,
  "drive_gt1_frac": 0.347,
  "fillers": 439,
  "worstMarginPinSlew_ns": 0.812,
  "hold_viol": 0,
  "gp_congestion": 0.875,
  "initial_core_util": 0.314,
  "drt_wl_total_mm": 4.74,
  "die-area_um2": 5720,
  "crit_type": "in2out",
  "worstHoldPathType": "in2out",
  "synthTopCellsByArea": "ha_1 25%, inv_1 9.9%, a21oi_1 8.0%",
  "io_pins": 67,
  "warning_count": 33,
  "dp_hpwl_mm": 3.82,
  "cp.arrival_ns": 6.11,
  "ant_nets": 0,
  "ys_cells": 241,
  "antenna_found_initial": 0,
  "io_buffers": 67,
  "status": "complete, no violations",
  "drv_cap": 0,
  "ys_warn_count": 0,
  "cp.required_ns": 6.24,
  "rsz0062_at_grt": "yes",
  "die_y_um": 75.6,
  "synth_cell_types": 51,
  "drc": 0,
  "max_slew_margin": 0.458,
  "ir_drop_mv": 0.0317,
  "power_leakage_nw": 1.51,
  "postCtsHoldBufs": 0,
  "place_area_um2": 2840,
  "fin_crit_ns": 7.67,
  "num_vias": 2154,
  "core_um2": 5170,
  "max_freq_mhz": 130,
  "cp-startpoint": "i_operand_b[8]",
  "final_area_um2": 3240,
  "clock_buffers": 0,
  "synthCells": 241,
  "slew_viol_final": 0,
  "viasPerCell": 4.81,
  "fin_util": 0.627,
  "grt_pass1_vias": 1969,
  "path_max_fanout": 4,
  "ff_count": 0,
  "area_growth_syn_to_layout_pct": 99.5,
  "wl_per_cell_um": 10.6,
  "grt_overflow": 0,
  "drt_iter0_drc": 85,
  "finalSetupViolCount": 0,
  "ys_area_um2": 1630,
  "mappedNetlistArea_um2": 1630,
  "antenna_cells": 0,
  "crit_path_end": "o_br_equal",
  "critPathCaptureType": "primary output",
  "rows": 26
}
[critical path, stage by stage]
cell             delay [ns]
clkdlybuf4s50_1        0.46
inv_1                  0.06
ha_4                   0.27
buf_4                  0.12
and4_4                 0.23
a31oi_4                0.10
o41a_1                 0.36
a21oi_2                0.19
a21oi_2                0.08
o21bai_2               0.16
a21oi_2                0.08
fa_1                   0.50
inv_1                  0.04
a22oi_1                0.13
nand4_1                0.11
or4_4                  0.44
a2111oi_4              0.26
and4_1                 0.22
o2111a_1               0.18
o2111ai_2              0.12
nor4_2                 0.16
and4_1                 0.20
buf_2                  0.09
[synth_stat cells, types with 2 or more instances]
library cell	n
o31ai_1	2
nand4_1	2
a211oi_1	2
nor2b_1	3
o211ai_1	6
or4_1	2
nor2_1	17
o21a_1	7
xor2_1	5
nor3b_1	4
and2_1	3
a21oi_1	26
mux2i_1	2
nand2_1	16
inv_1	43
nor3_1	10
and4_1	3
a31oi_1	2
ha_1	32
nand3_1	2
a21o_1	3
a211o_1	2
o21ai_0	12
xnor2_1	6
nand2b_1	2
a22oi_1	2
[cells in the final DEF, fill, tap and decap left out, types with 4 or more instances in the layout]
cell,instances
ha_4,16
o21ai_0,9
a21oi_2,5
dlygate4sd2_1,13
inv_2,13
buf_4,70
nor3b_1,4
inv_1,30
nand2_1,15
o21a_1,7
dlymetal6s2s_1,4
xor2_1,5
xnor2_1,6
ha_1,15
nor3_1,9
nor2_1,17
o211ai_1,6
a21oi_1,21
clkdlybuf4s50_1,49
[cells by family after synthesis]
group                    synth area share
XOR/XNOR                           0.0593
adder cells (fa/ha/maj)             0.259
AND-OR/OR-AND                       0.337
AND/OR/NAND/NOR                     0.224
multiplexers                       0.0192
buffers and inverters               0.102
[per-layer routing]
layer | share of wire | wire length, um | track usage
met4 | 0 | 0 | 0
met1 | 0.50 | 2390 | 0.253
met2 | 0.46 | 2170 | 0.310
met3 | 0.037 | 176 | 0.00268
met5 | 0 | 0 | 0
[power breakdown]
group | total [mW] | switching (mW) | internal, mW
Sequential | 0 | 0 | 0
Clock | 0 | 0 | 0
Combinational | 0.229 | 0.0972 | 0.132
[how the worst min path moves through the flow]
stage / from / to / slack [ns] / cells past startpoint
CTS: i_operand_b[29] / o_br_equal / 4.11 / 7
finish: i_operand_b[29] / o_br_equal / 4.09 / 7
global route: i_operand_b[29] / o_br_equal / 4.17 / 7
[final cells by class]
class	instances	area [um2]	area share
tap	70	87.6	0.0270
inverter	43	161	0.0498
timing repair buffer	138	1200	0.369
multi-input combinational	197	1800	0.554
[stage by stage]
step                      total power [mW]  TNS (ns)  instances  hold WS (ns)  setup slack (ns)
after detailed placement             0.192    -0.834        438          4.23            -0.834
after floorplan                      0.103         0        241          3.19             0.380
final                                0.229         0        448          4.09             0.131
after global placement               0.192    -0.783        438          4.24            -0.783
after CTS                            0.224         0        447          4.11           0.00240
after global routing                 0.253    -0.140        448          4.17            -0.140
[repair_timing]
item | 4_1_cts | 5_1_grt
endpoints found under the setup margin | 1 | 1
gates resized | 69 | 12
pin swaps | 25 | 1
setup buffers | 9 | 1
Power figures rest on the tool's default switching activity, not on a simulated workload.
