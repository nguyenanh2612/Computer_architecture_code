$ cat design.v
module FSM_control (
    input logic i_clk, ni_rst,  
    input logic i_nickle, i_dime, i_quarter, 
    output logic [1:0] o_add_mux
);
    typedef enum bit [1:0] { Idle, Nickel, Dime, Quarter} state_e;
    state_e state, next; 
    always_ff @( posedge i_clk or negedge ni_rst ) begin
        if (~ni_rst)
            state <= Idle; 
        else 
            state <= next; 
    end
    always_comb begin  
        if (~i_nickle & ~i_dime & ~ i_quarter) begin
            next = Idle;
        end else begin
            next = state;
        end
        case (state)
        Idle: begin
            if(i_nickle)
                next = Nickel; 
            else if (i_dime)
                next = Dime; 
            else if ( i_quarter)
                next = Quarter; 
        end
        Nickel: begin
            if(i_nickle) 
                next = Nickel; 
            else if (i_dime)
                next = Dime; 
            else if ( i_quarter)
                next = Quarter; 
            else 
                next = Idle;
        end
        Dime: begin
            if(i_nickle)
                next = Nickel; 
            else if (i_dime)
                next = Dime; 
            else if ( i_quarter)
                next = Quarter; 
        end
        Quarter: begin
            if(i_nickle)
                next = Nickel; 
            else if (i_dime)
                next = Dime; 
            else if ( i_quarter)
                next = Quarter; 
        end
        endcase
    end
    always_comb begin
        case (state)
        Nickel: o_add_mux = 2'b00; 
        Dime: o_add_mux = 2'b01; 
        Quarter: o_add_mux = 2'b10;  
            default: o_add_mux = 2'b11; 
        endcase  
    end 
endmodule 
module vending_machine (
    input logic i_clk, 
    input logic i_nickle, i_dime, i_quarter, 
    output logic o_soda, 
    output logic [2:0] o_change
);
    logic [1:0] add_mux; 
    logic [5:0] operand1, total_amount_d, total_amount1_d; 
    FSM_control fsm (
        .i_clk,
		  .ni_rst (1'b1),
        .i_nickle, 
        .i_dime, 
        .i_quarter, 
        .o_add_mux  (add_mux) 
    ); 
    always_comb begin
        case (add_mux)
            2'b00: operand1 = 6'd5;      
            2'b01: operand1 = 6'd10;     
            2'b10: operand1 = 6'd25;     
            2'b11: operand1 = 6'd0;      
        endcase
    end
    always_ff @(posedge i_clk) begin
        if (o_soda) begin
            total_amount1_d <= 6'd0;   
        end else begin
            total_amount1_d <= total_amount_d;   
        end
    end
    assign total_amount_d = operand1 + total_amount1_d;
    always_comb begin
        if (total_amount_d >= 6'd20) begin
            o_soda = 1'b1;   
            case (total_amount_d - 6'd20)
                6'd5: o_change = 3'b001;    
                6'd10: o_change = 3'b010;   
                6'd15: o_change = 3'b011;   
                6'd20: o_change = 3'b100;   
                default: o_change = 3'b000;   
            endcase
        end else begin
            o_soda = 1'b0;   
            o_change = 3'b000;   
        end
    end
endmodule 
$ cat run.sh
#!/bin/bash
# OpenROAD 26Q1-2900-gdf79404cd8, Yosys 0.63+post, stock flow scripts
make -C /OpenROAD-flow-scripts/flow DESIGN_CONFIG=/design/flow/config.mk WORK_HOME=/design/flow/orfs finish
$ cat config.mk
export PLATFORM = sky130hd
export DESIGN_NAME = vending_machine
export DESIGN_NICKNAME = vending_machine
export VERILOG_FILES = /design/flow/design.v
export SDC_FILE = /design/flow/constraint.sdc
export NUM_CORES = 4
export LEC_CHECK = 1
export CORE_AREA = 10 10 70 70
export DIE_AREA = 0 0 80 80
export SYNTH_HDL_FRONTEND = slang
$ cat constraint.sdc
current_design vending_machine

set clk_period 3.5
set clk_io_pct 0.2

create_clock -name clk0 -period $clk_period [get_ports {i_clk}]

set non_clock_inputs [all_inputs -no_clocks]
set_input_delay [expr $clk_period * $clk_io_pct] -clock clk0 $non_clock_inputs
set_output_delay [expr $clk_period * $clk_io_pct] -clock clk0 [all_outputs]
==> out/metrics.cfg <==
[run_status]
run_status = completed

[placement]
dp.cells = 149
place.port_buffers = 7
routabilityCongestion = 0.829
dp.final_hpwl_mm = 1.26

[critical_path]
path_class = reg -> out
crit_path_start = fsm.state[0]
reg2reg_to = total_amount1_d[2]
worstPathRequired_ns = 2.80
cp-start-kind = register
critical-path-slowest-cell = sky130_fd_sc_hd__clkdlybuf4s50_1
worst_path_max_fanout = 5
max_stage_delay_ns = 0.50
critical_path.endpoint_type = output pin
setup.reg_to_reg.worst_slack_ns = 1.22
worstReg2RegStart = fsm.state[0]
cp-endpoint = o_change[2]
worstPathArrival_ns = 2.66
path_cells = ha_4, fa_2, a21oi_4, nor3_1, a211oi_2, nor3_1, nor3_1, clkdlybuf4s50_1
worstRegToRegCells = 7
cp_common_cell = sky130_fd_sc_hd__nor3_1

[clocking]
worst_setup_hold_path_clk_slew_ns = 0.05
cts_buffers = 3
cts_hold_buf = 0
clock_tree_from_tritoncts = built
cts.path.max_buffers = 2
cts_max_level = 1
clock_sink_count = 8
clkLatencyLatePin_ns = 0.25
cts_root_buf = sky130_fd_sc_hd__clkbuf_4

[global_routing]
grt_pass1_wl_mm = 2.93
grt_start_max_net_pins = 11
gr-usage-all-layers_pct = 5.46
antenna_found_initial = 0
grt_remaining_overflow = 0
grt_pass1_vias = 685

[route]
drcViolationCount = 0
detail_route.iter0.violations = 31
ant_nets = 0
drt_wl_total_mm = 1.87
detail_route.wl_per_cell_microns = 12.1
vias_per_cell = 4.73
dr_total_vias = 733
num_antenna_cells = 0
drtPass1Iterations = 4

[final_timing]
setup_viol = 0
fmax_ghz = 0.297
clock-skew-final_ns = 0.00673
hold_violations = 0
final_min_period_over_clock_period_pct = 96.1
timing_max_transition_violations_final = 0
final_period_minus_worst_setup_slack_ns = 3.36

[synthesis]
synth.yosys.seq_area_share_pct = 22.5
synth_area_leader_cell = sky130_fd_sc_hd__dfxtp_1
warnings_from_yosys = 0
netlist_top_cells_area = sky130_fd_sc_hd__dfxtp_1 (15%), sky130_fd_sc_hd__ha_1 (7.8%), sky130_fd_sc_hd__edfxtp_1 (7.5%)
syn_area_per_cell_sq_um = 7.86
yosysCellCount = 102
synth-area-yosys_sq_um = 802
synthDominantCellAreaShare_pct = 15.0
netlist_area_sq_um = 802
synthCells = 102
ys_seq_elements = 8
synthDistinctLibCells = 46

[power]
cellLeakagePower_nw = 0.400
cellInternalPower_uw = 334
power.clock.fraction_pct = 11.2
report.power.total_uw = 603
power_frac_seq_pct = 22.0
net_load_switching_power_uw = 269
power.share.switching_pct = 44.6
vdd_drop_max_v = 0.000318
power_density_nw_per_um2 = 558
power_frac_comb_pct = 66.8

[cells_and_area]
n_fill_cell = 362
final_util_pct = 31.6
instances_no_fill = 155
proportion_of_layout_cells_with_a_drive_suffix_above_1_pct = 28.4
area_delta_synth_final_pct = 34.8

[floorplan]
floorplan.die.height_microns = 80
core-area_sq_um = 3420
die_width_microns = 80
boundaryPins = 8
fp-utilization_pct = 23.5
die_footprint_sq_um = 6400
rows = 21

[hold_path]
min-delay-path-class = reg -> reg

[job]
tally_of_max_capacitance_violations = 0
tool_warnings = 25

==> state kept, by name, indices dropped and copies added, names as in the netlist <==
| name | flops |
|---|---|
| fsm.state | 2 |
| total_amount1_d | 6 |
==> logic make-up (layout without fill, tap and decap cells) <==
family / count (synthesis) / after routing / synth area share [%]
simple gates: 34 / 34 / 20.4
compound gates: 32 / 32 / 32.0
buf+inv: 17 / 23 / 10.6
flops: 8 / 8 / 22.5
fa+ha+maj: 6 / 6 / 10.3
xor+xnor: 3 / 3 / 3.28
other cells: 2 / 3 / 0.936
==> repair_timing <==
item,4_1_cts,5_1_grt
endpoints found under the hold margin,0,0
gates resized,12,16
buffers inserted,2,1
setup endpoints to repair,3,4
pin swaps,5,6
==> layer usage <==
metal / vias to the layer above / track usage, % / wire length [microns]
li1: 382 / - / -
met1: 341 / 7.26 / 927
met2: 10 / 8.35 / 823
met3: 0 / 2.27 / 118
met4: 0 / 0.528 / 0
met5: - / 0 / 0
==> metrics by stage <==
stage	setup WS, ns	setup TNS (ns)	hold slack [ns]	cell area (sq um)
2_1_floorplan	0.627	0	0.611	806
3_3_place_gp	0.0878	0	0.648	893
3_5_place_dp	0.110	0	0.664	893
4_1_cts	0.00159	0	0.676	987
5_1_grt	-0.0151	-0.0151	0.744	1080
6_report	0.136	0	0.705	1080
==> layout by cell type (no fill, tap or decap), types with 3 or more instances in the layout <==
| master | instances |
|---|---|
| sky130_fd_sc_hd__conb_1 | 3 |
| sky130_fd_sc_hd__dfxtp_1 | 6 |
| sky130_fd_sc_hd__nand3_1 | 4 |
| sky130_fd_sc_hd__clkbuf_4 | 3 |
| sky130_fd_sc_hd__buf_4 | 3 |
| sky130_fd_sc_hd__inv_1 | 8 |
| sky130_fd_sc_hd__clkdlybuf4s50_1 | 4 |
| sky130_fd_sc_hd__nand2_1 | 3 |
| sky130_fd_sc_hd__ha_4 | 3 |
| sky130_fd_sc_hd__nor2_1 | 13 |
| sky130_fd_sc_hd__nor3_1 | 4 |
| sky130_fd_sc_hd__a21oi_1 | 3 |
==> worst max-delay path, delay by kind of cell, from the launching register on <==
family | cells | cell delay [ns]
fa+ha+maj | 2 | 0.65
buf+inv | 1 | 0.50
flops | 1 | 0.48
compound gates | 2 | 0.42
simple gates | 3 | 0.36
==> cell type report <==
class                      count  area (sq um)  share of cell area, %
clock buffer                   3          22.5                   2.08
inverter                       8          30.0                   2.78
multi-input combinational     78           662                   61.2
sequential                     8           180                   16.7
tap                           46          57.6                   5.32
timing repair buffer          12           129                   11.9
==> synth_stat cells, drive strengths merged <==
cell,n
nor2,13
inv,8
a21oi,6
clkbuf,6
dfxtp,6
a211oi,5
ha,5
nor3,5
o21ai,5
nand2,4
nand3,4
buf,3
o211ai,3
a21o,2
conb,2
edfxtp,2
nor2b,2
xnor2,2
a211o,1
a21boi,1
a31o,1
a32o,1
and2,1
and4b,1
fa,1
nand2b,1
nand4,1
nor4,1
o21a,1
o21ba,1
o21bai,1
o22ai,1
o311ai,1
o31ai,1
o41ai,1
or4,1
xor2,1
==> worst min-delay path by stage <==
| stage | slack, ns | end | start | depth (start not counted) |
|---|---|---|---|---|
| final | 0.70 | total_amount1_d[0] | total_amount1_d[0] | 3 |
| after global routing | 0.74 | total_amount1_d[0] | total_amount1_d[0] | 3 |
| after CTS | 0.68 | total_amount1_d[0] | total_amount1_d[0] | 3 |
==> power by group through the flow <==
stage / Clock, mW / Combinational (mW) / Sequential, mW
after CTS: 0.0727 / 0.334 / 0.132
after global routing: 0.0802 / 0.440 / 0.134
final: 0.0675 / 0.403 / 0.132
Power figures rest on the tool's default switching activity, not on a simulated workload.
